==> run.sh <==
#!/bin/bash
# OpenROAD 26Q1-2900-gdf79404cd8, Yosys 0.63+post, stock flow scripts
make -C /OpenROAD-flow-scripts/flow DESIGN_CONFIG=/design/flow/config.mk WORK_HOME=/design/flow/orfs finish
==> design.v <==
interface dut_if(input clk, rst);
    logic [31:0] A, B;
    logic [31:0] data;
    logic valid, ready;
    modport port_in (input clk, rst, A, B, valid, output ready);
    modport port_out (input clk, rst, output valid, data, ready);
endinterface
module adder(   input logic [31:0] A, B, 
                output logic [31:0] OUT );
    assign OUT = A + B;
endmodule: adder
==> config.mk <==
export PLATFORM = sky130hd
export DESIGN_NAME = adder
export DESIGN_NICKNAME = adder
export VERILOG_FILES = /design/flow/design.v
export SDC_FILE = /design/flow/constraint.sdc
export NUM_CORES = 4
export LEC_CHECK = 1
export CORE_AREA = 10 10 94 94
export DIE_AREA = 0 0 104 104
export SYNTH_HDL_FRONTEND = slang
==> constraint.sdc <==
current_design adder

set clk_period 14.5
set clk_io_pct 0.2

create_clock -name clk0 -period $clk_period

set non_clock_inputs [all_inputs -no_clocks]
set_input_delay [expr $clk_period * $clk_io_pct] -clock clk0 $non_clock_inputs
set_output_delay [expr $clk_period * $clk_io_pct] -clock clk0 [all_outputs]
==> impl_metrics.csv <==
group,metric,value,unit
outcome,outcome,"completed",
timing,setup_slack,5.733,ns
layout,layout.cell_area.non_filler,0.002781,sq mm
yosys,synth.yosys.num_cells,241,
critical_path,cp.required,11.60,ns
global_routing,grt-busiest-layer,"met2",
routing,detailedRoute.firstIterationViolations,77,
placement,place.gp.congestion,0.8188,
yosys,synth.area.top_cells,"ha_1, a21oi_1, a21o_1, xor2_1, xnor2_1",
global_routing,first_pass_grt_wire_length,9756,microns
yosys,synth_chip_area,0.001744,sq mm
layout,layout.sequential_cells,0,
timing,max_clock_freq,114.1,MHz
floorplanning,fp.dieW,104,microns
timing,maxSlewViolCount,0,
global_routing,grt.met3_usage,2.193,%
hold_path,hold_path.startpoint,"B[0]",
global_routing,global_route.usage.met2,16.71,%
placement,io_buffers,96,
routing,drc_errors,0,
yosys,syn-mean-instance-area,7.237,sq um
floorplanning,die_area,0.01082,sq mm
timing,fin_setup_tns,0,ns
layout,fill_cells,700,
yosys,post_synth_inst_count,241,
yosys,yosysUniqueCellTypes,50,
critical_path,cp_slowest_stage_delay,0.50,ns
timing,fin_worst_hold_slack,6.826,ns
global_routing,antenna_found_initial,0,
timing,worst_pin_slew,0.5227,ns
power,power-per-cell-area,47.85,mW/mm^2
critical_path,timing_worst_setup_path_type,"in2out",
power,power.leakage,1.176,nW
power,ir_worst_vdd,0.00002350,V
routing,vias,2123,
clock_tree,cts_hold_repair.buffers,0,
critical_path,end_kind,"primary output",
placement,placement_cell_area,0.002781,sq mm
global_routing,grt_pass1_vias,2037,
run,warning_count,32,
run,max-cap-violations,0,
critical_path,crit_family,"AND-OR/OR-AND gates",
timing,timing_hold_violations_final,0,
floorplanning,design.core.area,0.006832,sq mm
critical_path,worst-endpoint-arrival,5.87,ns
layout,clockBufferCount,0,
yosys,yosys.area.top_type_share,22.24,%
timing,finalSetupViolations,0,
layout,comb_area,0.001678,sq mm
critical_path,critical_path_buf_inv_count,2,
placement,dp_hpwl,5167,microns
global_routing,pin_count_of_the_biggest_net_entering_global_routing,11,
routing,wl,5827,microns
yosys,synthesis.yosys.warnings,0,
routing,avgRoutedWirePerCell,13.81,microns
floorplanning,floorplan.die.height,104,microns
critical_path,critPathSlowestCell,"clkdlybuf4s50_1",
timing,clock_period_minus_final_worst_setup_slack,8.767,ns
timing,final_cycle_utilization_of_the_critical_path,60.47,%
routing,viasPerCell,5.031,
floorplanning,rows,30,
critical_path,startpoint,"A[0]",
yosys,synth.largest_area_cell,"ha_1",
layout,most_common_cell_after_layout_fill_and_taps_aside,"clkdlybuf4s50_1",
layout,area_delta_synth_final,59.47,%
layout,mostFrequentLayoutCells,"clkdlybuf4s50_1, ha_1, a21oi_1, a21o_1, nand2_1",
routing,antenna_cells_inserted,0,
floorplanning,floorplan.initialDensity,25.53,%
hold_path,min_path_type,"in2out",
global_routing,overflow,0,
floorplanning,top_level_ports,96,
layout,ff_latch_area,0,sq um
critical_path,cp_cell_sequence,"clkdlybuf4s50_1 > ha_1 > fa_1 > a21o_1 > a31o_2 > nand3_1 > o221ai_1 > a311oi_1 > o21bai_1 > xor2_1 > clkdlybuf4s50_1",
critical_path,crit_path_start_kind,"primary input",
global_routing,track_usage,10.31,%
yosys,synth.yosys.seq_area_share,0,%
clock_tree,cts_repair_resize_count,0,
critical_path,critical-path-top-cell-by-count,"clkdlybuf4s50_1",
layout,drive_gt1_share,3.067,%
routing,drt-pass1-iter-count,4,
clock_tree,post_cts_repair_timing_setup_buffer_count,0,
yosys,mappedNetlistArea,0.001744,sq mm
timing,rsz0062_at_grt,"no",
placement,placement.setup.worst_slack,5.742,ns
critical_path,path_max_fanout,4,
timing,worst_slew_margin_rel,64.25,%
global_routing,met1_usage_in_global_routing,14.49,%
routing,drt.antenna.violating_nets,0,
## power breakdown
group / leakage (nW) / total, mW / switching (mW) / internal [mW]
Combinational: 1.18 / 0.133 / 0.0528 / 0.0803
Sequential: 0 / 0 / 0 / 0
Clock: 0 / 0 / 0 / 0
## synth_stat cells (all sizes together) (2+ instances only)
cell / instances
o21a: 2
nand4: 8
a21oi: 29
clkbuf: 8
mux2i: 2
nand2: 18
nor2: 12
a311oi: 3
o311ai: 2
ha: 31
inv: 6
xor2: 15
o21bai: 5
o211ai: 3
a31oi: 3
xnor2: 13
o21ai: 15
buf: 3
or2: 3
a21o: 19
nand2b: 2
a211oi: 3
o221ai: 2
nand3: 10
nor3: 4
## layer usage
metal | vias to the layer above | part of all wire [%]
met1 | 958 | 49
met2 | 72 | 45
li1 | 1093 | -
met4 | 0 | 0
met5 | - | 0
met3 | 0 | 6.5
## final timing paths
check / depth (start not counted) / slack [ns] / end
min: 3 / 6.83 / OUT[0]
max: 11 / 5.73 / OUT[26]
## worst min-delay path, delay by kind of cell
family	cells	cell delay (ns)
buf+inv	2	0.91
fa+ha+maj	1	0.11
## layout make-up
cell class                      instances  share of cell area [%]
Multi-Input combinational cell        224                   60.32
Tap cell                               96                   4.318
Inverter                                6                  0.8097
Timing Repair Buffer                   96                   34.55
## cells by family (layout without fill, tap and decap cells)
kind of cell	after synthesis	after routing	synth area share (%)
buffers and inverters	17	102	3.802
adders and majority gates	32	32	23.39
and+or+nand+nor	65	65	18.29
muxes	2	2	1.148
AOI/OAI and AO/OA	97	97	39.31
xor gates and xnor gates	28	28	14.06
## through the flow
step	power (mW)	utilization, %	cells
final	0.1331	40.71	422
after CTS	0.1354	40.71	422
after global routing	0.1484	40.71	422
after detailed placement	0.1342	40.71	422
after global placement	0.1347	40.71	422
after floorplan	0.06406	-	241
Power figures rest on the tool's default switching activity, not on a simulated workload.
